==> /design/flow/design.v <==
module beststack(w2, w1, in3, in2, in1, in0, r00, r01, r02, r03, r10, r11, r12, r13, r20, r21, r22, r23, r30, r31, r32, r33, ctl, over, under, rst, w3);
	input w2, w1, in3, in2, in1, in0, ctl, rst, w3;
	output reg r00, r01, r02, r03, r10, r11, r12, r13, r20, r21, r22, r23, r30, r31, r32, r33, over, under;
	integer state;
	reg t0, t1, t2, t3;
	initial
	begin
	state = 0;
	r00 = 0;
	r01 = 0;
	r02 = 0;
	r03 = 0;
	r10 = 0;
	r11 = 0;
	r12 = 0;
	r13 = 0;
	r20 = 0;
	r21 = 0;
	r22 = 0;
	r23 = 0;
	r30 = 0;
	r31 = 0;
	r32 = 0;
	r33 = 0;
	t0 = 0;
	t1 = 0;
	t2 = 0;
	t3 = 0;
	over = 0;
	under = 0;
	end
	always@(negedge ctl)
	begin
		case(state)
			0:
			begin
				if(w2 == 1)
				begin
					r00 = in0;
					r01 = in1;
					r02 = in2;
					r03 = in3;
					state = state + 1;
				end
				else if(w1 == 1)
				begin
					under = 1;
					r00 = 0;
					r01 = 0;
					r02 = 0;
					r03 = 0;
					state = state;
				end
				else if(w3 == 1)
				begin
					under = 1;
					r00 = 0;
					r01 = 0;
					r02 = 0;
					r03 = 0;
					state = state;
				end
			end
			1:
			begin
				if(w2 == 1)
				begin
					r10 = in0;
					r11 = in1;
					r12 = in2;
					r13 = in3;
					state = state + 1;
				end
				else if(w1 == 1)
				begin
					r00 = 0;
					r01 = 0;
					r02 = 0;
					r03 = 0;
					state = state - 1;
				end
				else if(w3 == 1)
				begin
					r00 = r00;
					r01 = r01;
					r02 = r02;
					r03 = r03;
					state = state;
				end
			end
			2:
			begin
				if(w2 == 1)
				begin
					r20 = in0;
					r21 = in1;
					r22 = in2;
					r23 = in3;
					state = state + 1;
				end
				else if(w1 == 1)
				begin
					r10 = 0;
					r11 = 0;
					r12 = 0;
					r13 = 0;
					state = state - 1;
				end
				else if(w3 == 1)
				begin
					t0 = r00;
					t1 = r01;
					t2 = r02;
					t3 = r03;
					r00 = r10;
					r01 = r11;
					r02 = r12;
					r03 = r13;
					r10 = t0;
					r11 = t1;
					r12 = t2;
					r13 = t3;
					state = state;
				end
			end
			3:
			begin
				if(w2 == 1)
				begin
					r30 = in0;
					r31 = in1;
					r32 = in2;
					r33 = in3;
					state = state + 1;
				end
				else if(w1 == 1)
				begin
					r20 = 0;
					r21 = 0;
					r22 = 0;
					r23 = 0;
					state = state - 1;
				end
				else if(w3 == 1)
				begin
					t0 = r20;
					t1 = r21;
					t2 = r22;
					t3 = r23;
					r20 = r10;
					r21 = r11;
					r22 = r12;
					r23 = r13;
					r10 = t0;
					r11 = t1;
					r12 = t2;
					r13 = t3;
					state = state;
				end
			end
			4:
			begin
				if(w2 == 1)
				begin
					over = 1;
				end
				else if(w1 == 1)
				begin
					r30 = 0;
					r31 = 0;
					r32 = 0;
					r33 = 0;
					state = state - 1;
				end
				else if(w3 == 1)
				begin
					t0 = r30;
					t1 = r31;
					t2 = r32;
					t3 = r33;
					r30 = r20;
					r31 = r21;
					r32 = r22;
					r33 = r23;
					r20 = t0;
					r21 = t1;
					r22 = t2;
					r23 = t3;
					state = state;
				end
			end
		endcase
		if(rst == 0)
		begin
			state = 0;
			r00 = 0;
			r01 = 0;
			r02 = 0;
			r03 = 0;
			r10 = 0;
			r11 = 0;
			r12 = 0;
			r13 = 0;
			r20 = 0;
			r21 = 0;
			r22 = 0;
			r23 = 0;
			r30 = 0;
			r31 = 0;
			r32 = 0;
			r33 = 0;
			over = 0;
			under = 0;
		end
		if(under == 1 && state > 0)
		begin
			under = 0;
		end
		if(over == 1 && state < 4)
		begin
			over = 0;
		end
	end
endmodule
==> /design/flow/run.sh <==
#!/bin/bash
# OpenROAD 26Q1-2900-gdf79404cd8, Yosys 0.63+post, stock flow scripts
make -C /OpenROAD-flow-scripts/flow DESIGN_CONFIG=/design/flow/config.mk WORK_HOME=/design/flow/orfs finish
==> /design/flow/config.mk <==
export PLATFORM = sky130hd
export DESIGN_NAME = beststack
export DESIGN_NICKNAME = beststack
export VERILOG_FILES = /design/flow/design.v
export SDC_FILE = /design/flow/constraint.sdc
export NUM_CORES = 4
export LEC_CHECK = 1
export CORE_UTILIZATION = 30
==> /design/flow/constraint.sdc <==
current_design beststack

set clk_period 5.1
set clk_io_pct 0.2

create_clock -name clk0 -period $clk_period [get_ports {ctl}]

set non_clock_inputs [all_inputs -no_clocks]
set_input_delay [expr $clk_period * $clk_io_pct] -clock clk0 $non_clock_inputs
set_output_delay [expr $clk_period * $clk_io_pct] -clock clk0 [all_outputs]
==> metrics.yaml <==
sw_frac_of_total: 0.415
wirelength_mm: 6.64
crit_path_start: "w2"
hpwlAfterDp_mm: 4.79
cts_buffers: 5
grt_max_degree: 30
power.total_mw: 1.46
min-delay-start: "state[29]"
slowest_delay_ns: 0.36
r2r-start: "state[0]"
synthFlopType: "dfxtp_1"
yosys_area_sq_um: 2550
die_h_um: 94.2
grt_pass1_wl_mm: 11.1
netlist_instances: 292
ys_cells: 292
comb_power_share: 0.368
vdd_drop_max_v: 0.000217
synth-edff-count: 0
area.growth.synth_to_final_pct: 31.7
critPathSlowestCell: "mux2_2"
drive_gt1_frac: 0.126
tool_warnings: 79
largest_reg_flops: 32
cts_num_sinks: 50
antenna_found_initial: 0
setup_viol: 0
synth-seq-cells: 50
wl_met2_mm: 3.03
drcViolationCount: 0
vias: 2544
intPower_mw: 0.852
critical_path_class: "input port to flop"
clock_latency_ns: 0.38
dp.cells: 428
mostFrequentLayoutCells: "inv_1 (60), dfxtp_1 (50), o21a_1 (29), nor2_1 (26)"
arrival_ns: 2.67
slew_violations: 0
hold_depth: 1
cts_tree: "yes"
clkTransAtPathRegs_ns: 0.04
routabilityCongestion: 0.900
via_per_inst: 5.25
grt_usage: 0.159
diodes: 0
worstSetupStartpointType: "input port"
ys_async_sr_fraction: 0
pwr-share-seq: 0.356
cp_max_fo: 4
clockPowerShare: 0.276
worst_slack_ns: 0.155
maxCapViolations: 0
path_cells: "dlygate4sd2_1, mux2_2, a32o_1, o21ai_0, nand2_1, a32oi_1, nand4_1, o32ai_1"
drtPass1Iterations: 4
min_to: "state[29]"
cts_max_level: 2
end_kind: "flop"
core_area_sq_um: 8220
p_switching_mw: 0.604
critPathRequiredTime_ns: 2.83
wl_per_cell_um: 13.7
rrSetupSlack_ns: 2.12
drt-initial-drc-count: 107
hp-class: "flop to flop"
met3RoutedLength_um: 363
hold_viol: 0
relSlewSlack: 0.538
r2r_end: "under"
fin_cells: 485
ys_seq_share: 0.392
root_buffer: "clkbuf_8"
p_leak_nw: 1.38
place_ws_ns: -0.483
outcome: "completed"
fp-row-count: 33
wl_met1_mm: 3.17
top_layer: "met4"
io_buffer_count: 26
seqCellArea_sq_um: 1000
tightest_slew_ns: 0.687
grt_overflow: 0
ios: 27
ant_nets: 0
reg2reg_depth: 9
initCoreUtil: 0.311
grt_pass1_vias: 2342
layout_top_cell: "inv_1"
logic_area_sq_um: 1470
die_width_um: 94.2
chip_area_sq_um: 8880
yosysWarningCount: 1
rsz0062_at_grt: "no"
ys_types: 53
avgSynthCellArea_sq_um: 8.74
clk_path_buf_depth: 2
finClkSkew_ns: 0.0291
synth.cell_area_sq_um: 2550
power_density_nw_per_um2: 433
fill_cells: 824
-- worst max-delay path, delay by kind of cell --
kind / cells / cell delay [ns]
buffers and inverters: 1 / 0.29
AND-OR/OR-AND: 4 / 0.83
multiplexers: 1 / 0.36
AND/OR/NAND/NOR: 2 / 0.18
-- what timing repair did --
item                       4_1_cts  5_1_grt
hold buffers                     0        0
setup endpoints to repair       17       14
setup buffers                    0        0
resized                          4        4
pin swaps                        0        0
-- cells in the mapped netlist (4+ instances only) --
cell      count  share of area
a41oi_1       5          0.017
nor3_1        4         0.0078
or3_1         4         0.0098
dfxtp_1      50           0.39
inv_1        11          0.016
clkbuf_1     13          0.019
a31oi_1       6          0.015
nand3_1      17          0.033
a311oi_1     10          0.034
nor2_1       26          0.038
nand2b_1      5          0.012
a32oi_1       5          0.017
o21ai_0      14          0.027
a21oi_1       5         0.0098
o21a_1       29          0.085
nand4_1      10          0.025
ha_1          5          0.025
nand2_1      24          0.035
-- cells by family (layout without fill, tap and decap cells) --
group | after synthesis | after routing | synth area share
AND-OR/OR-AND | 93 | 93 | 0.276
XOR/XNOR | 1 | 1 | 0.00343
adder cells (fa/ha/maj) | 5 | 5 | 0.0245
buffers and inverters | 29 | 117 | 0.0436
flip-flops | 50 | 50 | 0.392
multiplexers | 2 | 2 | 0.00833
AND/OR/NAND/NOR | 112 | 112 | 0.252
-- metal layers --
metal / global-route usage / vias up
met5: 0 / -
met3: 0.0469 / 5
met2: 0.225 / 82
met4: 0.0513 / 0
li1: - / 1284
met1: 0.234 / 1173
-- area by class of cell --
cell class              instances  area share
clock buffers                   5      0.0205
well taps                     105      0.0391
clock inverters                53      0.0659
flip-flops and latches         50       0.298
inverters                      11      0.0123
multi-input cells             213       0.437
repair buffers                 48       0.127
-- per-stage QoR --
stage | TNS [ns] | instance area (sq um) | util | hold WS, ns
global route | 0 | 3360 | 0.409 | 0.524
detailed placement | -15.53 | 3050 | 0.371 | 0.475
CTS | 0 | 3350 | 0.408 | 0.484
floorplan | 0 | 2550 | - | 0.456
global placement | -14.38 | 3050 | 0.371 | 0.483
finish | 0 | 3360 | 0.409 | 0.491
-- worst max path at each step --
stage,to,cells past startpoint
after CTS,under,7
after global routing,r12,11
final,under,8
-- power groups by stage --
stage | registers, mW | clock network (mW) | logic [mW]
5_1_grt | 0.526 | 0.477 | 0.592
4_1_cts | 0.518 | 0.425 | 0.532
6_report | 0.519 | 0.401 | 0.536
Power is estimated from default activity; no workload was simulated.
