==> /design/flow/design.v <==
module betterstack(w2, w1, in3, in2, in1, in0, r00, r01, r02, r03, r10, r11, r12, r13, r20, r21, r22, r23, r30, r31, r32, r33, or00, or01, or02, or03, or10, or11, or12, or13, or20, or21, or22, or23, or30, or31, or32, or33, ctl, y3, y2, y1, z3, z2, z1, lopd, opd);
	input ctl, w2, w1, in3, in2, in1, in0, or00, or01, or02, or03, or10, or11, or12, or13, or20, or21, or22, or23, or30, or31, or32, or33, y3, y2, y1, lopd;
	output reg r00, r01, r02, r03, r10, r11, r12, r13, r20, r21, r22, r23, r30, r31, r32, r33, z3, z2, z1, opd;
	always@(ctl)
	begin
	if(ctl == 0 && lopd == 0)
	begin
		opd = 1;
		if(y3 == 0 && y2 == 0 && y1 == 0)
		begin
			if(w2 == 0 && w1 == 0)
			begin
				z3 = 0;
				z2 = 0;
				z1 = 1;
			end
			else if(w2 == 0 && w1 == 1)
			begin
				z3 = 0;
				z2 = 0;
				z1 = 0;
			end
		end
		else if(y3 == 0 && y2 == 0 && y1 == 1)
		begin
			if(w2 == 0 && w1 == 0)
			begin
				z3 = 0;
				z2 = 1;
				z1 = 0;
			end
			else if(w2 == 0 && w1 == 1)
			begin
				z3 = 0;
				z2 = 0;
				z1 = 0;
			end
		end
		else if(y3 == 0 && y2 == 1 && y1 == 0)
		begin
			if(w2 == 0 && w1 == 0)
			begin
				z3 = 0;
				z2 = 1;
				z1 = 1;
			end
			else if(w2 == 0 && w1 == 1)
			begin
				z3 = 0;
				z2 = 0;
				z1 = 1;
			end
		end
		else if(y3 == 0 && y2 == 1 && y1 == 1)
		begin
			if(w2 == 0 && w1 == 0)
			begin
				z3 = 1;
				z2 = 0;
				z1 = 0;
			end
			else if(w2 == 0 && w1 == 1)
			begin
				z3 = 0;
				z2 = 1;
				z1 = 0;
			end
		end
		else if(y3 == 1 && y2 == 0 && y1 == 0)
		begin
			if(w2 == 0 && w1 == 0)
			begin
				z3 = 1;
				z2 = 0;
				z1 = 0;
			end
			else if(w2 == 0 && w1 == 1)
			begin
				z3 = 0;
				z2 = 1;
				z1 = 1;
			end
		end
		else
		begin
			z3 = y3;
			z2 = y2;
			z1 = y1;
		end
		if(w2 == 0 && w1 == 0)
		begin
			case({y3, y2, y1})
			3'b000:
			begin
			r00 = in0;
			r01 = in1;
			r02 = in2;
			r03 = in3;
			end
			3'b001:
			begin
			r10 = in0;
			r11 = in1;
			r12 = in2;
			r13 = in3;
			end
			3'b010:
			begin
			r20 = in0;
			r21 = in1;
			r22 = in2;
			r23 = in3;
			end
			3'b011:
			begin
			r30 = in0;
			r31 = in1;
			r32 = in2;
			r33 = in3;
			end
			3'b100:
			begin
			r30 = or30;
			r31 = or31;
			r32 = or32;
			r33 = or33;
			end
			endcase
		end
		else if(w2 == 0 && w1 == 1)
		begin
			case({y3, y2, y1})
			3'b000:
			begin
			r00 = 0;
			r01 = 0;
			r02 = 0;
			r03 = 0;
			end
			3'b001:
			begin
			r00 = 0;
			r01 = 0;
			r02 = 0;
			r03 = 0;
			end
			3'b010:
			begin
			r10 = 0;
			r11 = 0;
			r12 = 0;
			r13 = 0;
			end
			3'b011:
			begin
			r20 = 0;
			r21 = 0;
			r22 = 0;
			r23 = 0;
			end
			3'b100:
			begin
			r30 = 0;
			r31 = 0;
			r32 = 0;
			r33 = 0;
			end
			endcase
		end
		else
		begin
			r00 = or00;
			r01 = or01;
			r02 = or02;
			r03 = or03;
			r10 = or10;
			r11 = or11;
			r12 = or12;
			r13 = or13;
			r20 = or20;
			r21 = or21;
			r22 = or22;
			r23 = or23;
			r30 = or30;
			r31 = or31;
			r32 = or32;
			r33 = or33;
		end
	end
	else
	begin
		opd = 0;
	end
	end
endmodule
==> /design/flow/run.sh <==
#!/bin/bash
# OpenROAD 26Q1-2900-gdf79404cd8, Yosys 0.63+post, stock flow scripts
make -C /OpenROAD-flow-scripts/flow DESIGN_CONFIG=/design/flow/config.mk WORK_HOME=/design/flow/orfs finish
==> /design/flow/config.mk <==
export PLATFORM = sky130hd
export DESIGN_NAME = betterstack
export DESIGN_NICKNAME = betterstack
export VERILOG_FILES = /design/flow/design.v
export SDC_FILE = /design/flow/constraint.sdc
export NUM_CORES = 4
export LEC_CHECK = 1
export CORE_AREA = 10 10 88 88
export DIE_AREA = 0 0 98 98
==> /design/flow/constraint.sdc <==
current_design betterstack

set clk_period 1.0
set clk_io_pct 0.2

create_clock -name clk0 -period $clk_period

set non_clock_inputs [all_inputs -no_clocks]
set_input_delay [expr $clk_period * $clk_io_pct] -clock clk0 $non_clock_inputs
set_output_delay [expr $clk_period * $clk_io_pct] -clock clk0 [all_outputs]
==> job_summary.md <==
## Synthesis and layout report

| Metric | Value |
|---|---|
| DIE WIDTH | a little under 100 microns |
| Tcrit/Tclk final | 0.883 |
| Mapped Area | 738 sq um |
| Number of core rows | 28 |
| FF+latch count, synth | 19 |
| DP HPWL | roughly 2200 microns |
| IO Pins | between 40 and 50 |
| Max-area cell share | 0.386 |
| Endpoints left unconstrained | 38 |
| Hold path depth | 3 |
| Count of final max-slew check failures | 0 |
| CP max FO | 2 |
| CP startpoint kind | input port |
| Max-slew headroom | 0.507 |
| YS chip area | 738 sq um |
| Static Leak | approximately 0.50 nW |
| Avg Cell Area, Syn | between 8 and 9 sq um |
| Number of distinct library cells after synthesis | 23 |
| Chip height | around 100 microns |
| # hold bufs at CTS | 0 |
| Yosys Instances | between 80 and 90 |
| Top cells, area | dlxtn_1 39%, a22o_1 14%, o311ai_2 8.8%, o21ai_0 4.1%, buf_6 3.1% |
| VDD IR max | around 0.00011 V |
| Max Clk Rate | between 1 and 1.5 GHz |
| Layout cells sized above 1 | 0.0794 |
| Routed Antenna Nets | 0 |
| Ant. Diodes | 0 |
| Critical Path AT | between 0.6 and 0.7 ns |
| Initial Util | 0.125 |
| Total Routing Usage GR | 0.0526 |
| Port bufs | around 47 |
| Register pins left without a clock | 19 |
| Die ar. | approximately 9600 sq um |
| Gr ovfl total | 0 |
| Required time of the critical path | 0.80 ns |
| Final WL | approximately 2600 microns |
| Hold crit path type | in2out |
| Placed inst area | around 1300 sq um |
| MaxCap Viol Count | 0 |
| Setup WS pre-CTS | -0.555 ns |
| Crit end category | output pin |
| PD cells | roughly 390 nW/um^2 |
| Post-CTS setup buffers | 0 |
| Warnings, synthesis | 1 |
| Fill count | 652 |
| Final Setup Violations | 0 |
| 1st-iter DRT viols | approximately 46 |
| Setup Crit Path Kind | in2out |
| Wire per inst | about 13 microns |
| Largest net degree at the start of global routing | 23 |
| DR vias/cell | 3.73 |
| Final instance area | 1260 sq um |
| Min cycle time layout | 0.883 ns |
| Most Used Layer, Global Route | met2 |
| Fin Hold WS | approximately 0.77 ns |
| Router iterations before antenna repair | 3 |
| Final hold vios | 0 |
| M2 GR Usage | 0.0807 |
| Yosys top cell by area | dlxtn_1 |
| Initial antenna violation count | 0 |
| Layout area overhead | 71.2% |
| DRC violations left | 0 |
| Via count | roughly 750 |
| First-pass GRT wire length | 4240 microns |
| Status | finished clean |
| Core area | around 6000 sq um |
| Tool Warnings | 32 |
| Grt met3 use | 0.0192 |
| Unrepaired setup endpoints after global routing | false |
| GP Congestion | 0.788 |
| Grt met1 use | 0.0737 |
| Vias in the first global route | roughly 740 |
| Worst setup margin | 0.117 ns |
| Mapped Cells | between 80 and 90 |
| Worst slew pin tran | between 0.7 and 0.8 ns |
| Final Power | 0.490 mW |
==> kinds of logic (layout without fill, tap and decap cells) <==
family	after synthesis	count (layout)	share of synthesized area
compound gates	27	27	0.315
simple gates	23	23	0.159
latches	19	19	0.386
buf+inv	14	54	0.0983
mux	2	2	0.0288
xor+xnor	1	1	0.0119
==> worst paths after layout <==
kind / slack [ns] / from / to
min: 0.77 / ctl / opd
max: 0.12 / lopd / opd
==> through the flow <==
step,setup TNS [ns],std cells,util
floorplan,0,86,-
global placement,-0.580,201,0.213
detailed placement,-0.555,201,0.213
CTS,0,201,0.214
global route,0,201,0.213
finish,0,201,0.213
==> critical path, cell delays in order <==
cell           delay (ns)
dlygate4sd2_1        0.26
nor2_4               0.12
clkbuf_2             0.10
==> repair_timing <==
action	CTS	global route
endpoints found under the setup margin	1	1
endpoints found under the hold margin	0	0
pin swaps	1	1
resized	6	1
==> per-layer routing <==
layer  wire [microns]  vias to the layer above
met5                0                        -
met4                0                        0
met3              270                        0
met2             1090                       31
met1             1280                      333
li1                 -                      386
==> power breakdown <==
| group | leakage [nW] | internal (mW) | switching [mW] |
|---|---|---|---|
| combinational | 0.349 | 0.252 | 0.137 |
| clock | 0 | 0 | 0 |
| sequential | 0.152 | 0.0887 | 0.0127 |
| total | 0.501 | 0.341 | 0.150 |
==> cell usage after synthesis (all sizes together) <==
cell	instances
o21bai	1
clkbuf	3
nor2	4
or3b	2
nor2b	2
nand2	6
a22o	12
a21oi	3
dlxtn	19
nand3	4
nor3	2
a221o	1
inv	5
mux2	1
nand3b	1
o21ai	6
buf	6
nand2b	2
xnor2	1
o311ai	4
mux2i	1
==> final cells by class <==
type	count	area, sq um	area share
multi-input combinational	53	388	0.307
sequential	19	285	0.226
tap	75	93.8	0.0743
timing repair buffer	49	478	0.378
inverter	5	18.8	0.0149
==> placed cells by master (no fill, tap or decap) <==
| cell type | instances |
|---|---|
| a21oi_1 | 3 |
| a221o_1 | 1 |
| a22o_1 | 12 |
| buf_4 | 2 |
| clkbuf_2 | 1 |
| clkdlybuf4s50_1 | 44 |
| dlxtn_1 | 19 |
| dlygate4sd2_1 | 2 |
| inv_1 | 5 |
| mux2_2 | 1 |
| mux2i_1 | 1 |
| nand2_1 | 6 |
| nand2b_1 | 2 |
| nand3_1 | 4 |
| nand3b_1 | 1 |
| nor2_1 | 3 |
| nor2_4 | 1 |
| nor2b_1 | 2 |
| nor3_1 | 2 |
| o21ai_0 | 6 |
| o21bai_1 | 1 |
| o311ai_2 | 4 |
| or3b_1 | 1 |
| or3b_2 | 1 |
| xnor2_1 | 1 |
Power is estimated from default activity; no workload was simulated.
