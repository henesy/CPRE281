==> ./design.v <==
module bindec(c0, s3, s2, s1, s0, z2, y2, x2, w2, z1, y1, x1, w1);
	input c0, s3, s2, s1, s0;
	output z2, y2, x2, w2, z1, y1, x1, w1;
	assign z2 = 0;
	assign y2 = 0;
	assign x2 = (c0 & s2) | (c0 & s3);
	assign w2 = (~c0 & s3 & s1) | (~c0 & s3 & s2) | (s3 & s2 & s1) | (c0 & ~s3 & ~s2);
	assign z1 = (~c0 & s3 & ~s2 & ~s1) | (c0 & ~s3 & ~s2 & s1) | (c0 & s3 & s2 & ~s1);
	assign y1 = (~c0 & ~s3 & s2) | (~c0 & s2 & s1) | (c0 & ~s2 & ~s1) | (c0 & s3 & ~s2);
	assign x1 = (~c0 & ~s3 & s1) | (~s3 & s2 & s1) | (~c0 & s3 & s2 & ~s1) | (c0 & ~s3 & ~s2 & ~s1) | (c0 & s3 & ~s2 & s1);
	assign w1 = s0;
endmodule
==> ./run.sh <==
#!/bin/bash
# OpenROAD 26Q1-2900-gdf79404cd8, Yosys 0.63+post, stock flow scripts
make -C /OpenROAD-flow-scripts/flow DESIGN_CONFIG=/design/flow/config.mk WORK_HOME=/design/flow/orfs finish
==> ./config.mk <==
export PLATFORM = sky130hd
export DESIGN_NAME = bindec
export DESIGN_NICKNAME = bindec
export VERILOG_FILES = /design/flow/design.v
export SDC_FILE = /design/flow/constraint.sdc
export NUM_CORES = 4
export LEC_CHECK = 1
export CORE_AREA = 10 10 70 70
export DIE_AREA = 0 0 80 80
==> ./constraint.sdc <==
current_design bindec

set clk_period 1.6
set clk_io_pct 0.2

create_clock -name clk0 -period $clk_period

set non_clock_inputs [all_inputs -no_clocks]
set_input_delay [expr $clk_period * $clk_io_pct] -clock clk0 $non_clock_inputs
set_output_delay [expr $clk_period * $clk_io_pct] -clock clk0 [all_outputs]
==> out/metrics.csv <==
metric,value,unit
layoutNonFillerInstCount,81,
crit_path_max_fanout,6,
seq_power_share,0,
antenna_found_initial,0,
dp_hpwl,433.8,um
final_antenna_net_count,0,
status,completed,
power.ir.vdd_worst,28.62,uV
cp_common_cell,sky130_fd_sc_hd__buf_4,
grt_use_total,0.01501,
die_x,80,um
clock_buffers,0,
ys_top_cells_by_area,"sky130_fd_sc_hd__buf_4, sky130_fd_sc_hd__xnor2_1, sky130_fd_sc_hd__buf_6, sky130_fd_sc_hd__and2b_4, sky130_fd_sc_hd__a22o_1",
buffer_ports.inserted,9,
dr.first_iter.drc_count,6,
largest_area_cell,sky130_fd_sc_hd__buf_4,
placed_cells,79,
synth.avg_cell_area,6.725,sq um
wire_length_of_the_first_global_routing_pass,821,um
setup_viol_count_final,0,
postSynthCellCount,24,
log.warning_count,32,
yosysUniqueCellTypes,19,
syn2layout_area_growth,105.4,%
floorplan.initialDensity,0.04725,
power_density,218.2,nW/um^2
setup-tns-final,0,ps
detail_route.vias_per_cell,2.358,
drt_wl_total,544,um
swShare,0.3728,
clock_power_share,0,
power_leakage,0.1347,nW
synth-seq-area-share,0,
internal_power,0.04537,mW
drcViolationCount,0,
hold_viol_final,0,
crit_path_cell_trace,"buf_4, and2b_4, buf_4, xnor2_1, a21oi_1, clkdlybuf4s15_1",
yosys_warnings,0,
grt_setup_unrepaired,false,
min-delay-start,s0,
fmax,672.2,MHz
ctsHoldBuffers,0,
route.detailed.wl_per_inst,6.716,um
dr_total_vias,191,
period_used_share,0.9298,
kind_of_cell_adding_the_most_delay_to_the_critical_path,buffers and inverters,
total_switching_power,0.02697,mW
worst_path_max_delay_cell,sky130_fd_sc_hd__clkdlybuf4s15_1,
required,1280,ps
hold_path_end,w1,
max_slew_violation_count,0,
synth.yosys.num_cells,24,
n_antenna_cell,0,
place.gp.congestion,0.6829,
placement.setup.worst_slack,-654.0,ps
final-seq-area,0,sq um
die_h,80,um
globalRouteOverflowTotal,0,
cp.arrival,1170,ps
critical_path_buf_inv_count,3,
synth.top_cell.area_share,0.1860,
endpoint_kind,primary output,
drv.max_cap_violation_count,0,
floorplan.die_area,6400,sq um
drt_pre_antenna_iters,2,
timing.setup.critical_path_class,in -> out,
final.setup.worst_slack,112.4,ps
synthesized_area,161.4,sq um
critical-path-max-stage-delay,180,ps
row_count,21,
final_layout_size_suffix_gt1_frac,0.4571,
ys_area,161.4,sq um
hold_path_depth,0,
ff_count,0,
finalCriticalPeriod,1488,ps
grt_pass1_vias,180,
top_level_ports,13,
area_of_the_core,3416,sq um
comb_power_share,1.000,
cp-start-kind,primary input,
largest_net_degree_at_the_start_of_global_routing,9,
worstHoldPathType,in -> out,
cells by family (layout without fill, tap and decap cells):
group                     Yosys count  in the layout  share of synthesized area
and+or+nand+nor                     7              7                     0.2559
other                               1              2                    0.02323
AOI/OAI and AO/OA                   8              8                     0.3334
xor gates and xnor gates            2              2                     0.1085
buffers and inverters               6             16                     0.2790
worst max-delay path by stage:
stage	start	to	slack [ps]	cells past startpoint
5_1_grt	s3	z1	50	6
6_report	c0	x1	110	6
4_1_cts	c0	x1	3	6
stage by stage:
stage	power, mW	util	hold slack [ps]	area (sq um)
after CTS	0.07105	0.09524	640.0	325.3
after global placement	0.06982	0.08828	640.0	301.5
after floorplan	0.03405	-	671.5	165.2
final	0.07234	0.09707	640.0	331.6
after detailed placement	0.07010	0.08828	640.0	301.5
after global routing	0.07956	0.09707	640.0	331.6
repair_timing:
item / in CTS / in global routing
setup buffers: 2 / 0
endpoints found under the setup margin: 5 / 1
resized: 29 / 2
pin swaps: 3 / 2
layout by cell type, fill, tap and decap left out:
cell                              netlist  layout
sky130_fd_sc_hd__a211oi_2               0       1
sky130_fd_sc_hd__a21oi_1                1       1
sky130_fd_sc_hd__a22o_1                 1       1
sky130_fd_sc_hd__a31oi_1                1       1
sky130_fd_sc_hd__and2b_4                1       1
sky130_fd_sc_hd__buf_2                  0       1
sky130_fd_sc_hd__buf_4                  4       5
sky130_fd_sc_hd__buf_6                  1       3
sky130_fd_sc_hd__clkdlybuf4s15_1        0       1
sky130_fd_sc_hd__clkdlybuf4s15_2        0       1
sky130_fd_sc_hd__conb_1                 1       2
sky130_fd_sc_hd__dlygate4sd2_1          0       4
sky130_fd_sc_hd__inv_2                  0       1
sky130_fd_sc_hd__nand2_1                1       1
sky130_fd_sc_hd__nand2b_1               1       1
sky130_fd_sc_hd__nor2_1                 2       1
sky130_fd_sc_hd__nor2_2                 0       1
sky130_fd_sc_hd__nor2b_2                0       1
sky130_fd_sc_hd__nor3b_1                1       1
sky130_fd_sc_hd__o21a_1                 1       1
sky130_fd_sc_hd__o21ai_1                1       1
sky130_fd_sc_hd__o21bai_1               1       1
sky130_fd_sc_hd__o22ai_1                1       1
sky130_fd_sc_hd__xnor2_1                2       1
sky130_fd_sc_hd__xnor2_2                0       1
layer usage:
| metal | up-vias | wire length [um] | part of all wire | GRT usage |
|---|---|---|---|---|
| met5 | - | 0 | 0 | 0 |
| met4 | 0 | 0 | 0 | 0 |
| met3 | 0 | 67 | 0.12 | 0.002273 |
| met2 | 6 | 248 | 0.46 | 0.02729 |
| met1 | 86 | 229 | 0.42 | 0.01913 |
| li1 | 99 | - | - | - |
Yosys cell counts (all sizes together):
master and count:
buf 5, nor2 2, xnor2 2, a211oi 1
a21oi 1, a22o 1, a31oi 1, and2b 1
conb 1, inv 1, nand2 1, nand2b 1
nor2b 1, nor3b 1, o21a 1, o21ai 1
o21bai 1, o22ai 1
power by group through the flow:
stage                 clock network, mW  logic (mW)  registers, mW
after CTS                             0      0.0711              0
final                                 0      0.0723              0
after global routing                  0      0.0796              0
cell type report:
| class | instances | area [sq um] |
|---|---|---|
| Fill cell | 400 | 3084 |
| Inverter | 1 | 3.754 |
| Multi-Input combinational cell | 19 | 137.6 |
| Tap cell | 46 | 57.56 |
| Timing Repair Buffer | 15 | 132.6 |
Power figures rest on the tool's default switching activity, not on a simulated workload.
